## /design/flow/run.sh

```bash
#!/bin/bash
# OpenROAD 26Q1-2900-gdf79404cd8, Yosys 0.63+post, stock flow scripts
make -C /OpenROAD-flow-scripts/flow DESIGN_CONFIG=/design/flow/config.mk WORK_HOME=/design/flow/orfs finish
```

## /design/flow/config.mk

```make
export PLATFORM = sky130hd
export DESIGN_NAME = johnsonCounter
export DESIGN_NICKNAME = johnsonCounter
export VERILOG_FILES = /design/flow/design.v
export SDC_FILE = /design/flow/constraint.sdc
export NUM_CORES = 4
export LEC_CHECK = 1
export CORE_AREA = 10 10 70 70
export DIE_AREA = 0 0 80 80
```

## /design/flow/constraint.sdc

```tcl
current_design johnsonCounter

set clk_period 2.2
set clk_io_pct 0.2

create_clock -name clk0 -period $clk_period [get_ports {clk}]

set non_clock_inputs [all_inputs -no_clocks]
set_input_delay [expr $clk_period * $clk_io_pct] -clock clk0 $non_clock_inputs
set_output_delay [expr $clk_period * $clk_io_pct] -clock clk0 [all_outputs]
```

## /design/flow/design.v

```verilog
module johnsonCounter(clk, reset, count);
   input clk, reset;
   output reg [3:0] count;
   integer ps, ns;
   always
      case (ps)
         0: begin
               ns = 1;
               count = 4'b0000;
            end
         1: begin
               ns = 2;
               count = 4'b1000;
               end
         2: begin
               ns = 3;
               count = 4'b1100;
            end
         3: begin
               ns = 4;
               count = 4'b1110;
            end
         4: begin
               ns = 5;
               count = 4'b1111;
            end
         5: begin
               ns = 6;
               count = 4'b0111;
            end
         6: begin
               ns = 7;
               count = 4'b0011;
            end
         7: begin
               ns = 0;
               count = 4'b0001;
            end
      endcase
   always @ (posedge clk)
      if (~reset)
         ps <= 0;
      else
         ps <= ns;
endmodule
```

==> flow_summary_export.csv <==
group,metric,value,unit
setup_path,critPathBufInv,1,
grt,antenna_found_initial,0,
logic_synthesis,ys_cells,22,
timing,finalSetupTns,0,ns
grt,grt_start_max_net_pins,5,
pwr,ir_drop,0.0000751,V
logic_synthesis,syn_area_per_cell,10.5,µm²
routing,via_per_inst,1.80,
cells_and_area,fillCellCount,399,
worst_hold_path,min_path_type,"primary input to flop",
timing,rsz0062_at_grt,"yes",
setup_path,critPathLaunchType,"flop",
cells_and_area,layout_top_cells,"6 x dlxtn_1, 6 x conb_1, 5 x clkdlybuf4s50_1, 3 x and2_1, 3 x clkbuf_4",
timing,max_freq,478,MHz
job,log.warning_count,26,
cts,cts_root_buffer,"clkbuf_4",
routing,drt-total-wl,369,µm
timing,slew_viol_final,0,
floorplan,fp_util,0.0674,
logic_synthesis,numSynthFlops,9,
timing,fin_crit,2.09,ns
place,dpl.cell_count,76,
floorplan,rows,21,
grt,grt_util_all_layers,0.0142,
logic_synthesis,synth_chip_area,230,µm²
cts,clk_pin_slew,0.03,ns
grt,grt.overflow.total,0,
logic_synthesis,netlist_instances,22,
routing,drt-initial-drc-count,3,
floorplan,dieHeight,80,µm
outcome,outcome,"completed",
logic_synthesis,yosysUniqueCellTypes,11,
setup_path,cp.arrival,1.65,ns
cts,cts_tree,"yes",
timing,setup_ws,0.107,ns
timing,finalHoldViolations,0,
pwr,p_leak,0.158,nW
cells_and_area,syn2layout_area_growth,62.0,%
logic_synthesis,synth_area,230,µm²
cells_and_area,layout-drive-gt1-share,0.118,
routing,diodes,0,
grt,grt_pass1_wl,655,µm
timing,untimed_endpoints,6,
setup_path,crit_family,"buffers and inverters",
cts,cts_buffers,3,
setup_path,critPathKind,"flop to output port",
logic_synthesis,yosysWarnings,1,
setup_path,cp.required,1.76,ns
cells_and_area,fin_cells,80,
floorplan,die_area,6400,µm²
timing,unclocked_pins,6,
setup_path,worstPathCellList,"nand2_1 -> xnor2_1 -> dlxtn_1 -> clkdlybuf4s50_1",
routing,post_drt_wl_per_cell,4.61,µm
setup_path,crit_path_end_kind,"output port",
timing,setup_viol,0,
grt,grt_pass1_vias,152,
pwr,powerDensity,474,nW/µm²
floorplan,io_pins,6,
setup_path,worstPathMaxFanout,4,
cts,cts_buffer_depth,2,
place,post-place-ws,0.315,ns
place,numPortBuffers,5,
timing,period_used_share,0.951,
routing,drc_errors,0,
floorplan,die_x,80,µm
setup_path,cp_slowest_cell,"clkdlybuf4s50_1",
cts,htree_levels,1,
cts,cts_setup_buffers,0,
place,place_congestion,0.704,
job,maxCapViolCount,0,
setup_path,max_stage_delay,0.46,ns
routing,drt_first_pass_iters,2,
floorplan,core,3420,µm²
routing,antenna_left,0,
routing,vias,144,
-- worst paths after layout --
check	endpoint	cells past startpoint	slack, ns	startpoint
setup / recovery	count[1]	4	0.11	ps[0]
setup reg to reg	ps[2]	4	1.06	ps[0]
hold / removal	ps[0]	2	0.87	reset
-- cell type report --
class,instances,area (µm²),share of cell area
Sequential cell,9,151,0.406
Multi-Input combinational cell,15,83.8,0.225
Timing Repair Buffer,5,50.0,0.134
Clock buffer,4,26.3,0.0705
Inverter,1,3.75,0.0101
Tap cell,46,57.6,0.154
-- stage by stage --
stage	util	cell area, µm²	total power (W)	hold slack, ns
6_report	0.109	373	0.000177	0.867
3_3_place_gp	0.101	345	0.0000812	1.11
3_5_place_dp	0.101	345	0.0000819	1.11
4_1_cts	0.109	372	0.000182	0.863
5_1_grt	0.109	373	0.000189	0.886
2_1_floorplan	-	249	0.0000747	0.562
-- worst register-to-register path, delay by kind of cell, from the launching register on --
kind          cells  cell delay [ns]
flops             1             0.38
latches           1             0.36
simple gates      2             0.22
xor+xnor          1             0.12
-- layer usage --
layer | track usage | part of all wire | vias up
li1 | - | - | 79
met1 | 0.0168 | 0.50 | 55
met2 | 0.0112 | 0.21 | 8
met3 | 0.0216 | 0.26 | 2
met4 | 0.00528 | 0.027 | 0
met5 | 0 | 0 | -
-- synth_stat cells --
cell      number  area share
and2_1         3       0.082
clkbuf_1       1       0.016
buf_4          1       0.033
dfxtp_1        3        0.26
conb_1         1       0.016
dlxtn_1        6        0.39
xnor2_1        2       0.076
inv_1          1       0.016
xor2_1         2       0.076
nand2_1        1       0.016
nor2_1         1       0.016
-- registers in the layout, summed over array words and instances (netlist names) --
signal	flops
count	4
ps	3
ns	2
-- logic make-up (layout without fill, tap and decap cells) --
kind of cell           Yosys count  in the layout  synth area share
buffers and inverters            3             10            0.0652
XOR/XNOR                         4              4             0.152
AND/OR/NAND/NOR                  5              5             0.114
other                            1              6            0.0163
latches                          6              6             0.391
flip-flops                       3              3             0.261
-- where the power goes --
group	leakage [nW]	total (W)	switching [W]	internal, W
logic	0.0703	0.0000124	0.00000412	0.00000830
registers	0.0728	0.0000686	0.00000337	0.0000652
clock network	0.0150	0.0000957	0.0000278	0.0000679
total	0.158	0.000177	0.0000353	0.000141
-- what timing repair did --
item	4_1_cts	5_1_grt
hold buffers	0	0
hold endpoints to repair	0	0
resized	0	1
setup endpoints to repair	0	1
Power is estimated from default activity; no workload was simulated.
